`./design.v`:
```
module clk_presc (
    input clk,                   
    input [31:0] pres,           
    output reg pres_clk          
);
        reg [31:0] counter = 0;  
        initial pres_clk = 0;   
        always @(posedge clk) begin
            counter <= counter + 1;  
            if (counter == pres) begin
                pres_clk <=  ~pres_clk;      
                counter <= 0;                
            end
        end
endmodule
```
`./run.sh`:
```
#!/bin/bash
# OpenROAD 26Q1-2900-gdf79404cd8, Yosys 0.63+post, stock flow scripts
make -C /OpenROAD-flow-scripts/flow DESIGN_CONFIG=/design/flow/config.mk WORK_HOME=/design/flow/orfs finish
```
`./config.mk`:
```
export PLATFORM = sky130hd
export DESIGN_NAME = clk_presc
export DESIGN_NICKNAME = clk_presc
export VERILOG_FILES = /design/flow/design.v
export SDC_FILE = /design/flow/constraint.sdc
export NUM_CORES = 4
export LEC_CHECK = 1
export CORE_UTILIZATION = 40
```
`./constraint.sdc`:
```
current_design clk_presc

set clk_period 4.2
set clk_io_pct 0.2

create_clock -name clk0 -period $clk_period [get_ports {clk}]

set non_clock_inputs [all_inputs -no_clocks]
set_input_delay [expr $clk_period * $clk_io_pct] -clock clk0 $non_clock_inputs
set_output_delay [expr $clk_period * $clk_io_pct] -clock clk0 [all_outputs]
```
==> impl_metrics.py <==
# Metrics from the implementation run
metrics = {
    "outcome": {
        "status": "completed",
    },
    "die": {
        "core_um2": 4692,
        "num_rows": 25,
        "die_area_um2": 5150,
        "initCoreUtil_pct": 41.49,
        "die_h_um": 71.77,
        "dieWidth_um": 71.77,
        "ios": 34,
    },
    "timing": {
        "relSlewSlack_pct": 49.82,
        "timing.hold.ws_ns": 0.5083,
        "fmax_ghz": 0.3729,
        "setup_violations": 0,
        "finalCritPeriodShare_pct": 63.86,
        "slew_violations": 0,
        "finClkSkew_ns": 0.005626,
        "hold_viol_final": 0,
        "rsz0062_at_grt": "false",
        "final.setup.tns_ns": 0,
        "worst_pin_slew_ns": 0.7465,
        "period_minus_slack_ns": 2.682,
    },
    "grt": {
        "grt_max_degree": 20,
        "grt_busiest_layer": "met1",
        "grt_usage_pct": 19.64,
        "grt-ovfl-total": 0,
        "grt_pass1_vias": 1579,
        "gr-usage-met3_pct": 3.852,
        "grt_antenna_before_repair": 0,
        "grt_use_met2_pct": 29.66,
        "use_met1_pct": 31.13,
        "grt_pass1_wl_um": 7734,
    },
    "drt": {
        "drt_wl_total_um": 4620,
        "post_drt_wl_per_cell_um": 15.40,
        "ant_nets": 0,
        "routed_via_density": 5.733,
        "route.detailed.drc": 0,
        "dr.pass1.iters": 4,
        "vias": 1720,
        "antenna_cells": 0,
        "dr.first_iter.drc_count": 82,
    },
    "synth": {
        "simple_gate_share_pct": 22.30,
        "syn_area_um2": 1947,
        "synth_seq_share_pct": 34.45,
        "ys_ff": 33,
        "area_leaders": "dfxtp_1 33%, xnor2_1 16%, a22oi_1 6.6%",
        "topCombFamilyByArea": "simple AND/OR/NAND/NOR gates",
        "synth_cell_types": 31,
        "compound_area_share_pct": 16.97,
        "synthCells": 217,
        "synth_chip_area_um2": 1947,
        "top_area_share_pct": 32.90,
        "xor_share_pct": 19.79,
        "netlist.top_cell.by_area": "dfxtp_1",
        "synth_area_per_cell_um2": 8.972,
        "synth.area.mux_share_pct": 0,
        "ys_warn_count": 1,
        "fa_ha_area_share_pct": 0.6427,
        "yosysCellCount": 217,
    },
    "cells_and_area": {
        "layout-drive-gt1-share_pct": 6.911,
        "area_delta_synth_final_pct": 21.79,
        "fin_area_um2": 2371,
    },
    "min_path": {
        "min_path_type": "register to register",
    },
    "place": {
        "port_buffers": 33,
        "place_congestion": 0.8713,
        "hpwl_um": 3353,
        "placed_area_um2": 2288,
    },
    "clock_network": {
        "cts_tree": "built",
        "post_cts_buffers": 0,
        "clkSinkCount": 33,
        "cts_resized": 0,
        "cts_buffer_depth": 2,
        "clock-root-buffer": "clkbuf_8",
        "clkLatencyLatePin_ns": 0.28,
        "numCtsBuffers": 5,
        "hold_buffers": 0,
        "cts.clk_slew.worst_paths_ns": 0.07,
        "htreeDepth": 2,
    },
    "critical_path": {
        "required_ns": 4.36,
        "cp-end-kind": "register",
        "arrival_ns": 2.84,
        "cp-start-kind": "primary input",
        "worst-setup-path-type": "primary input to register",
        "crit_fanout": 17,
    },
    "flow_run": {
        "warning_count": 25,
        "maxCapViolCount": 0,
    },
    "power": {
        "powerDensity_nw_per_um2": 252.5,
        "leakage_nw": 0.7993,
        "ir_worst_vdd_v": 0.0001243,
        "power_mw": 0.5988,
    },
}
## per-stage QoR
stage	instances	setup WS (ns)	util (%)
6_report	300	1.518	50.53
5_1_grt	300	1.418	50.53
4_1_cts	300	1.553	50.53
3_5_place_dp	292	1.251	48.77
3_3_place_gp	292	1.272	48.77
2_1_floorplan	217	2.012	-
## final cells by class
cell class                 instances  area, um^2
clock buffer                       6       72.57
clock inverter                     2       10.01
fill                             447        2321
inverter                           4       15.01
multi-input combinational        164        1175
sequential                        33       670.6
tap                               54       67.56
timing repair buffer              37       360.3
## cells in the final DEF (no fill, tap or decap), drive strengths merged
master / synthesis / final
and4: 3 / 3
or3: 7 / 7
clkinv: 0 / 2
xnor2: 36 / 36
nor3: 1 / 1
nand2: 8 / 8
edfxtp: 1 / 1
nand4: 18 / 18
and3: 5 / 5
or4b: 2 / 2
a21boi: 1 / 1
a21oi: 13 / 13
o31ai: 11 / 11
clkbuf: 10 / 6
clkdlybuf4s50: 0 / 33
or4: 12 / 12
ha: 1 / 1
buf: 6 / 4
o21ai: 7 / 7
inv: 4 / 4
and2: 1 / 1
nor4: 2 / 2
dfxtp: 32 / 32
xor2: 8 / 8
a22oi: 18 / 18
nand3: 9 / 9
or2: 1 / 1
## worst max-delay path: stages
cell	delay, ns
clkdlybuf4s50_1	0.41
xnor2_1	0.25
nand4_1	0.14
nor4_2	0.71
buf_4	0.36
a22oi_1	0.12
## final timing paths
kind,to,from,slack [ns],cells past startpoint
worst max-delay path,counter[18],pres[1],1.52,6
worst min-delay path,counter[31],counter[31],0.51,2
worst max register to register,counter[26],counter[0],1.69,5
worst min register to register,counter[31],counter[31],0.51,2
## sequential cells by signal (all words and copies together) (netlist names)
name and flops:
pres_clk 1, counter 32
## Yosys cell counts
cell type,number
a21oi_1,13
and4_1,2
or4b_4,1
and4_2,1
buf_6,3
and3_1,5
nand4_1,18
a22oi_1,17
or4b_1,1
nand2_1,8
or4_1,12
inv_1,4
buf_2,2
edfxtp_1,1
xor2_1,8
nor4_1,2
nand3_1,9
nor3_1,1
and2_1,1
a22oi_2,1
or2_2,1
o21ai_0,7
buf_4,1
o31ai_1,11
a21boi_0,1
or3_1,7
ha_1,1
clkbuf_8,1
clkbuf_1,9
xnor2_1,36
dfxtp_1,32
## kinds of logic (layout without fill, tap and decap cells)
group / after synthesis / after routing
buffers and inverters: 20 / 49
DFF: 33 / 33
adders and majority gates: 1 / 1
and+or+nand+nor: 69 / 69
AOI/OAI and AO/OA: 50 / 50
xor gates and xnor gates: 44 / 44
## power breakdown
part | switching [mW] | internal [mW]
clock | 0.118 | 0.115
sequential | 0.000000798 | 0.314
combinational | 0.0150 | 0.0366
total | 0.133 | 0.465
## metal layers
| layer | up-vias | routed length (um) | share of wire (%) |
|---|---|---|---|
| li1 | 876 | - | - |
| met1 | 802 | 2314 | 50 |
| met2 | 37 | 2046 | 44 |
| met3 | 5 | 208 | 4.5 |
| met4 | 0 | 51 | 1.1 |
| met5 | - | 0 | 0 |
No activity file was given, so power comes from the tool's default toggle rates.

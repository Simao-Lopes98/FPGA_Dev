--- run.sh ---
#!/bin/bash
# OpenROAD 26Q1-2900-gdf79404cd8, Yosys 0.63+post, stock flow scripts
make -C /OpenROAD-flow-scripts/flow DESIGN_CONFIG=/design/flow/config.mk WORK_HOME=/design/flow/orfs finish
--- config.mk ---
export PLATFORM = sky130hd
export DESIGN_NAME = uart_tx
export DESIGN_NICKNAME = uart_tx
export VERILOG_FILES = /design/flow/design.v
export SDC_FILE = /design/flow/constraint.sdc
export NUM_CORES = 4
export LEC_CHECK = 1
export CORE_AREA = 10 10 70 70
export DIE_AREA = 0 0 80 80
--- constraint.sdc ---
current_design uart_tx

set clk_period 2.3
set clk_io_pct 0.2

create_clock -name clk0 -period $clk_period [get_ports {clk}]

set non_clock_inputs [all_inputs -no_clocks]
set_input_delay [expr $clk_period * $clk_io_pct] -clock clk0 $non_clock_inputs
set_output_delay [expr $clk_period * $clk_io_pct] -clock clk0 [all_outputs]
--- design.v ---
module uart_tx (
    input wire clk,      
    input wire send,     
    input [7:0] data,    
    output reg tx        
);
    reg [2:0] state = 0;
    reg [2:0] dataIndex = 0;
    reg send_latched = 0;  
    localparam IDLE = 3'b000;
    localparam START_BIT = 3'b001;
    localparam DATA_BITS = 3'b010;
    localparam STOP_BIT = 3'b011;
    localparam CLEANUP = 3'b100;
    reg [2:0] present_state, next_state = IDLE;  
    always @(present_state, send_latched, tx, dataIndex) begin
        case (present_state)
        IDLE:
        begin
           if (send_latched == 1) begin
                next_state = START_BIT;  
           end
        end
        START_BIT:
        begin
            if (tx == 0) begin
                next_state = DATA_BITS;  
            end
        end
        DATA_BITS:
        begin
            if (dataIndex == 7) begin
                next_state = STOP_BIT;  
            end
        end
        STOP_BIT:
        begin
            if (tx == 1) begin
                next_state = CLEANUP;  
            end
        end
        CLEANUP:
        begin
            if (dataIndex == 0 && send_latched == 0) begin
                next_state = IDLE;  
            end
        end
        default:
        begin
            next_state = IDLE; 
        end 
        endcase
    end
     always @(posedge clk ) begin
        present_state <= next_state;  
        case (present_state)
            IDLE:
            begin
                tx <= 1;  
                if (send == 1 && send_latched == 0) begin
                    send_latched <= 1;  
                end
            end
            START_BIT:
            begin
                tx <= 0;  
            end
            DATA_BITS:
            begin
                tx <= data[dataIndex];
                if (dataIndex < 7) begin
                    dataIndex <= dataIndex + 1;
                end
            end
            STOP_BIT:
            begin
                tx <= 1;     
            end
            CLEANUP:
            begin
                dataIndex <= 0;  
                send_latched <= 0;  
            end
            default:
            begin
                tx <= 1;  
            end
        endcase
     end
endmodule
==> run summary <==
yosys + openroad results -> worst relative slew slack approximately two thirds, Sequential Power Share 53.0%, total CTS buffers 3, final hold vios 0, layout cells sized above 1 around 12%, placed instance area approximately 660 sq um, CP Max Fanout 7, internal power 237.4 uW, Cells after DPL 99, die footprint ~6400 sq um, yosys cell count 46, sw frac 18.30%, Pleak between 0.2 and 0.3 nW, Hold/Removal Path Class flop to flop, critical path required time 2.20 ns, # rows 21, clock slew at reported path FFs approximately 0.06 ns, Reg-to-Reg Start present_state[1]$_DFF_P_, CTS max path bufs 2, fillers ~390, maxcap violations 0, Max VDD drop between 100 and 150 uV, Root Driver clkbuf_4, Antenna Cells 0, Routed WL 970 microns, Die Wd about 80 microns, reg-to-reg slack, setup 0.62 ns, area grow syn2layout 29.72%, Tool Warnings 26, hold buffer count at CTS 0, startpoint types flop, RSZ-0062 raised after global routing no, Residual DRC 0, grt total ovfl 0, vias in the first global route 348, Max Clock Freq around 600 MHz, slowest cell delay on critical path around 0.47 ns, Clk network pwr share 39.5%, Hold Crit Endpoint dataIndex[0]$_SDFFCE_PP0P_, Crit Path Category flop to flop, post-route clock period utilization between 70% and 80%, Worst Setup Slack post-DPL 0.4984 ns, port buffer count 10, Worst EP arrival 1.58 ns, Routed Antenna Nets 0, YS chip area roughly 530 sq um, Cell Area, Synth approximately 530 sq um, critical path endpoint category flop, core area 3416 sq um, met2 routed WL 443 microns, Vias ~350, metal3 WL 82 microns, global-route wire length before repair 1580 microns, largest net degree at the start of global routing 9, CTS resizes 0, Reg-to-Reg End dataIndex[0]$_SDFFCE_PP0P_, worst hold path startpoint present_state[2]$_DFF_P_, Crit-path slowest cell dfxtp_1, Post-CTS Setup Bufs 0, Period minus WS final roughly 1.7 ns, worst setup margin approximately 0.6 ns, floorplan utilization 15.53%, Worst Tran Pin Value 0.5115 ns, Registers, synthesis 11, Die Ht around 80 microns, cell chain of the critical path or3b_1 -> o21ai_0, clock skew 0.009605 ns, non-filler cells, final 103, Comb pwr share 7.5%, Syn Inst Count 46, clk ins delay skew pair 0.25 ns, Worst Reg-to-Reg Cells 2, outcome complete, no violations, initial drt markers 25, Finished Cell Area 688.2 sq um, 1st-pass router iterations 2, Synthesis Warnings 1, Total GRT Usage 3.137%, endpoints left unconstrained 6, register pins left without a clock 3, metal1 wirelength 432 microns, Mapped Avg Cell Area 11.53 sq um, Vias per Instance between 3 and 4, routability cong. 0.7366, CTS tree built, initial antenna violation count 0, Cell Type Count 24, top sig layer met4, NetSw around 53 uW, Final Slew Violations 0, Wirelength per Cell 9.417 microns, # H-tree levels 1, Top Ports 11, setup violators final 0, power density over the cells 422.3 nW/um^2, Final TNS setup 0 ns, WHS Path Cells 1, final core occ about a fifth
==> critical path: cells and delay by family, from the launching register on <==
family | cells | cell delay (ns)
DFF | 1 | 0.47
AOI/OAI and AO/OA | 1 | 0.45
and+or+nand+nor | 1 | 0.41
==> how the worst max path moves through the flow <==
stage	from	end	slack (ns)	depth (start not counted)
after CTS	present_state[1]$_DFF_P_	dataIndex[1]$_SDFFCE_PP0P_	0.61	2
after global routing	present_state[1]$_DFF_P_	dataIndex[0]$_SDFFCE_PP0P_	0.56	2
final	present_state[1]$_DFF_P_	dataIndex[0]$_SDFFCE_PP0P_	0.62	2
==> flip-flops by register name, summed over array words and instances (netlist names) <==
register,flops
next_state,3
dataIndex,3
tx,1
present_state,3
send_latched,1
==> logic make-up after synthesis <==
logic type | count (synthesis) | synth area share [%]
buf+inv | 6 | 7.074
fa+ha+maj | 3 | 7.076
xor+xnor | 2 | 3.302
latches | 3 | 8.490
compound gates | 5 | 7.076
mux | 5 | 11.79
flops | 8 | 39.62
simple gates | 14 | 15.56
==> through the flow <==
step | power, mW | hold WS [ns]
after global placement | 0.1792 | 0.6260
final | 0.2906 | 0.6543
after floorplan | 0.1613 | 0.5666
after CTS | 0.2992 | 0.6522
after detailed placement | 0.1793 | 0.6347
after global routing | 0.3042 | 0.7078
==> final cells by class <==
cell class              instances  area [sq um]  area share (%)
clock buffers                   4         26.28           3.818
inverters                       3         11.26           1.636
well taps                      46         57.56           8.364
multi-input cells              29         237.7           34.55
repair buffers                 10         100.1           14.55
flip-flops and latches         11         255.2           37.09
==> cell usage in the layout (no fill, tap or decap) <==
| cell | netlist | routed |
|---|---|---|
| a21oi_1 | 2 | 2 |
| and2_1 | 2 | 2 |
| and3_1 | 1 | 1 |
| and3_2 | 2 | 2 |
| and3b_1 | 1 | 1 |
| clkbuf_1 | 0 | 1 |
| clkbuf_4 | 0 | 3 |
| clkdlybuf4s50_1 | 0 | 10 |
| dfxtp_1 | 3 | 3 |
| dlxtn_1 | 3 | 3 |
| edfxtp_1 | 5 | 5 |
| ha_1 | 3 | 3 |
| inv_1 | 3 | 3 |
| mux2i_1 | 4 | 4 |
| mux4_2 | 1 | 1 |
| nand2_1 | 1 | 1 |
| nor2_1 | 4 | 4 |
| nor3_1 | 1 | 1 |
| nor3b_1 | 1 | 1 |
| o21ai_0 | 1 | 1 |
| o22ai_1 | 1 | 1 |
| o41ai_2 | 1 | 1 |
| or3b_1 | 1 | 1 |
| xnor2_1 | 1 | 1 |
| xor2_1 | 1 | 1 |
==> synthesized netlist by cell type <==
library cell,number,area [sq um]
a21oi_1,2,10.01
and2_1,2,12.51
and3_1,1,6.260
and3_2,2,15.01
and3b_1,1,8.760
buf_4,2,15.01
buf_6,1,11.26
dfxtp_1,3,60.06
dlxtn_1,3,45.04
edfxtp_1,5,150.1
ha_1,3,37.54
inv_1,3,11.26
mux2i_1,4,40.04
mux4_2,1,22.52
nand2_1,1,3.750
nor2_1,4,15.01
nor3_1,1,5.000
nor3b_1,1,7.510
o21ai_0,1,5.000
o22ai_1,1,6.260
o41ai_2,1,16.27
or3b_1,1,8.760
xnor2_1,1,8.760
xor2_1,1,8.760
==> layer usage <==
metal	vias to the layer above	track usage [%]
met4	0	0.7042
met3	2	2.045
met1	159	3.704
li1	186	-
met5	-	0
met2	4	4.655
==> power groups by stage <==
| stage | registers [mW] | clock network, mW | logic (mW) |
|---|---|---|---|
| final | 0.154 | 0.115 | 0.0218 |
| after global routing | 0.154 | 0.126 | 0.0238 |
| after CTS | 0.154 | 0.123 | 0.0222 |
No activity file was given, so power comes from the tool's default toggle rates.

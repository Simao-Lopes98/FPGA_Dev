==> flow/design.v <==
module counter (
    input wire clk,
    input wire reset,
    output wire [7:0] led
    );
    reg [31:0] counter = 32'b0;
    assign led = counter[27:20];
    always @ (posedge clk) 
    begin
        if (reset)
            counter <= 0;
        else
            counter <= counter + 1;
    end
endmodule
==> flow/run.sh <==
#!/bin/bash
# OpenROAD 26Q1-2900-gdf79404cd8, Yosys 0.63+post, stock flow scripts
make -C /OpenROAD-flow-scripts/flow DESIGN_CONFIG=/design/flow/config.mk WORK_HOME=/design/flow/orfs finish
==> flow/config.mk <==
export PLATFORM = sky130hd
export DESIGN_NAME = counter
export DESIGN_NICKNAME = counter
export VERILOG_FILES = /design/flow/design.v
export SDC_FILE = /design/flow/constraint.sdc
export NUM_CORES = 4
export LEC_CHECK = 1
export CORE_AREA = 10 10 96 96
export DIE_AREA = 0 0 106 106
==> flow/constraint.sdc <==
current_design counter

set clk_period 5.5
set clk_io_pct 0.2

create_clock -name clk0 -period $clk_period [get_ports {clk}]

set non_clock_inputs [all_inputs -no_clocks]
set_input_delay [expr $clk_period * $clk_io_pct] -clock clk0 $non_clock_inputs
set_output_delay [expr $clk_period * $clk_io_pct] -clock clk0 [all_outputs]
==> reports/results.txt <==
Chip area: 11200 um^2
Total negative slack: 0 ns
Post-CTS setup buffer count: 0
Ys flop type: dfxtp_1
Sequential share of power: 55.2%
Outcome: completed
Post-Route WL: 2450 um
Max Slew Vio Count: 0
Inst Count DP: 252
GP Congestion: 0.720
Largest registers: counter (28)
Worst Path Max Fanout: 7
Die width: 106 um
Pint: 305 uW
Antenna fix cells: 0
Syn Area/Cell: 8.53 um^2
Worst hold path class: reg2reg
CTS clk-pin slew, worst paths: 0.10 ns
Unrepaired setup endpoints after global routing: false
First-pass GRT wire length: 4150 um
Sw Share: 18.6%
Port Buffer Count: 9
Largest net degree at the start of global routing: 30
1st-iter DRT viols: 132
Yosys synthesis chip area: 1360 um^2
Critical path required time: 4.40 ns
Post-cts sizing count: 0
Largest register FFs: 28
Slew @ Worst Pin: 0.446 ns
Number of OpenROAD warnings: 25
Vias per cell: 4.05
CP max-delay cell: clkdlybuf4s50_1
EDFF count, synth: 0
Post-route antenna net violation count: 0
Clock power share: 42.8%
Die height: 106 um
# IOs: 10
Clock root cell: clkbuf_8
Max Fclk: 431 MHz
Final worst path period share: 42.2%
TritonCTS Buffers: 3
Cell Rows: 31
WL/cell: 9.58 um
Slew Limit Headroom: 70.1%
Via count: 1037
TritonCTS clock tree: done
Psw: 69.8 uW
Registers, synthesis: 28
Asr flop ratio synth: 0%
Most flop-heavy register: counter
Final tally of hold violations: 0
Worst vdd ir: 0.142 mV
Pwr Density: 241 nW/um^2
Area growth, synth to finish: 14.8%
Setup Skew: 0.00905 ns
Buf+Inv Stages, Crit Path: 1
Clock sinks: 28
Worst path arrival time: 1.22 ns
GR Overflow Total: 0
H-tree levels: 1
CP max stage delay: 0.51 ns
Fin crit period: 2.32 ns
Total global-route track usage: 4.24%
Clock Tree Buf Depth: 2
Synth Seq Share: 41.3%
Initial Util: 18.8%
Final setup fails: 0
DR pass1 iterations: 4
Crit path kind: reg2out
Worst setup EP type: output port
Post-Syn Instances: 159
Critical path, cell by cell: clkdlybuf4s50_1
Later-pin clock latency in the skew report: 0.28 ns
Ys cells: 159
DP Wirelength: 1710 um
CTS Hold Bufs: 0
Number of global-route vias before repair: 872
Initial antenna violation count: 0
Unique cell types: 31
DR DRC count: 0
Mapped cell area: 1360 um^2
Combinational group share of total power: 1.9%
Maximum capacitance violations: 0
Finished Layout Cells: 256
Synth warn: 1
Share of cells above drive strength 1: 7.64%
Core area: 7210 um^2
CP Launch Type: flip-flop
Largest delay share family, worst path: buffers and inverters
Leak Pwr: 0.000476 uW
-- through the flow --
stage	setup WS (ns)	util, %	cell area [um^2]	power [uW]	hold WS (ns)
after floorplan	3.66	-	1360	217	0.447
after global placement	3.12	20.6	1490	219	0.472
after detailed placement	3.12	20.6	1490	219	0.480
after CTS	3.16	21.6	1560	382	0.502
after global routing	3.07	21.6	1560	395	0.523
final	3.18	21.6	1560	375	0.493
-- logic make-up after synthesis --
family                     count (synthesis)  share of synthesized area [%]
adders and majority gates                  1                          0.922
and+or+nand+nor                           72                           31.1
buffers and inverters                     19                           7.66
DFF                                       28                           41.3
AOI/OAI and AO/OA                         27                           11.3
xor gates and xnor gates                  12                           7.75
-- layout by cell type (no fill, tap or decap), types with 5 or more instances in the layout --
master           synthesis  routed
and3_1                   5       5
nand2_1                 10      10
dfxtp_1                 28      28
nand4_1                  6       6
xnor2_1                  6       6
nor2_1                  14      14
nand3_1                  9       9
o31ai_1                  7       7
a21oi_1                 13      13
or4_1                    8       8
clkdlybuf4s50_1          0       9
xor2_1                   6       6
o21ai_0                  7       7
-- worst paths after layout --
| check | startpoint | to | slack (ns) | depth (start not counted) |
|---|---|---|---|---|
| max | counter[21] | led[1] | 3.18 | 1 |
| min | counter[27] | counter[27] | 0.49 | 2 |
| max reg2reg | counter[0] | counter[26] | 3.32 | 5 |
| min reg2reg | counter[27] | counter[27] | 0.49 | 2 |
-- power groups by stage --
stage	Sequential [uW]	Combinational (uW)	Clock, uW
after global routing	208	8.17	180
final	207	7.28	160
after CTS	207	7.54	167
-- cell type report --
cell class | count | area (um^2)
Clock buffer | 3 | 41.3
Fill cell | 815 | 5660
Multi-Input combinational cell | 112 | 692
Tap cell | 99 | 124
Clock inverter | 1 | 30.0
Sequential cell | 28 | 561
Inverter | 3 | 11.3
Timing Repair Buffer | 10 | 97.6
-- per-layer routing --
metal  routed length (um)  up-vias  track usage (%)
li1                     -      559                -
met1                 1370      461             6.76
met2                  964       17             5.48
met3                  120        0             1.41
met4                    0        0            0.387
met5                    0        -                0
-- Yosys cell counts (6+ instances only) --
cell type	count	share of area [%]
a21oi_1	13	4.8
buf_4	8	4.4
clkbuf_1	6	1.7
dfxtp_1	28	41
nand2_1	10	2.8
nand3_1	9	3.3
nand4_1	6	2.8
nor2_1	14	3.9
o21ai_0	7	2.6
o31ai_1	7	3.9
or4_1	8	4.4
xnor2_1	6	3.9
xor2_1	6	3.9
Power figures rest on the tool's default switching activity, not on a simulated workload.
